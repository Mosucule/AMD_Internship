--- design.v ---
module PIPO(clk, reset, pl, D, Q);
    parameter width = 8;
    input clk, reset, pl;
    input [width-1:0] D;
    output [width-1:0] Q;
    wire [width-1:0] r;
    genvar i;
    generate
        for(i=0; i < width; i = i + 1)begin
            bistabil inst(clk, reset, 1, r[i], Q[i]);
        end
    endgenerate
    assign r = (pl)? D : {0, Q[width-1:1]};
endmodule
`timescale 1ns / 1ps
module bistabil(clk, reset, pl, D, Q);
    input clk, reset, pl, D;
    output reg Q;
    always@(posedge clk) begin
        if(reset)
            Q = 0;
        else
            if(pl)
                Q <= D;
    end
endmodule
--- constraint.sdc ---
current_design PIPO

set clk_period 1.0
set clk_io_pct 0.2

create_clock -name clk0 -period $clk_period [get_ports {clk}]

set non_clock_inputs [all_inputs -no_clocks]
set_input_delay [expr $clk_period * $clk_io_pct] -clock clk0 $non_clock_inputs
set_output_delay [expr $clk_period * $clk_io_pct] -clock clk0 [all_outputs]
--- run.sh ---
#!/bin/bash
# OpenROAD 26Q1-2900-gdf79404cd8, Yosys 0.63+post, stock flow scripts
make -C /OpenROAD-flow-scripts/flow DESIGN_CONFIG=/design/flow/config.mk WORK_HOME=/design/flow/orfs finish
--- config.mk ---
export PLATFORM = sky130hd
export DESIGN_NAME = PIPO
export DESIGN_NICKNAME = PIPO
export VERILOG_FILES = /design/flow/design.v
export SDC_FILE = /design/flow/constraint.sdc
export NUM_CORES = 4
export LEC_CHECK = 1
export CORE_AREA = 10 10 70 70
export DIE_AREA = 0 0 80 80
==> results_slide.txt <==
Run Summary

Status
  • Run status: complete, no violations

Place
  • Last weighted congestion value of the routability-driven placer: 0.750
  • Post-Place Worst Slack: -220 ps
  • Tally of buffers added on design ports: 18

Critical path
  • Capture point of the critical path: Q[0]
  • Number of cells on the worst reg-to-reg path: 3
  • Kind of start point of the critical path: flop
  • Type of the setup path with the least slack: flop to output port
  • Slowest cell delay on critical path: 290 ps
  • Start point of the critical path: genblk1[0].inst.Q
  • Worst-path cell chain: dlygate4sd2_1
  • Minimum setup slack among reg-to-reg paths: approximately 280 ps
  • R2R Path Start: genblk1[4].inst.Q
  • Buf+Inv Stages, Crit Path: 1
  • Crit. path cell count: 1
  • Kind of cell adding the most delay to the critical path: flip-flops
  • Required time of the critical path: 800 ps
  • CP arrival: between 700 and 800 ps
  • Reg2reg end: genblk1[3].inst.Q
  • Cell with the largest stage delay on the worst path: sky130_fd_sc_hd__dfxtp_1
  • Critical-path maximum fanout: 1
  • Critical path endpoint category: output port

Final timing
  • Max_slew headroom: 81.3%
  • Final Max Slew Viols: 0
  • Share of the clock period used by the worst path after layout: between 90% and 100%
  • Final critical-path setup slack: 42.6 ps
  • Maximum clock skew at final layout: between 5 and 6 ps
  • Final critical-path required period: about 960 ps
  • Setup repair after global routing missed its margin: false
  • Worst-margin pin slew: 279 ps
  • Maximum operating frequency: between 1 and 1.5 GHz
  • Final-report setup violation count: 0
  • Hold Vio Cnt, Final: 0

Global routing
  • Overall overflow remaining after global route: 0
  • Global-route usage over all layers: around 2.7%
  • Vias in the first global route: about 280
  • Wire length of the first global-routing pass: 1310 um
  • Number of antenna violations at the first check in global routing: 0
  • Pin count of the biggest net entering global routing: 9

Yosys
  • YS warnings: 9
  • Chip area from the yosys synthesis statistics: about 340 um2
  • XOR-XNOR Cells, Area Fraction: 0%
  • Most area-hungry cell type in the Yosys netlist: sky130_fd_sc_hd__dfxtp_1
  • Cell types with the highest counts after synthesis: sky130_fd_sc_hd__buf_4, sky130_fd_sc_hd__dfxtp_1, sky130_fd_sc_hd__nor2_1, sky130_fd_sc_hd__mux2i_1
  • Fraction of the mapped netlist area in adder cells: 0%
  • Average cell area after synthesis: roughly 10 um2
  • Fraction of synthesized area in multiplexers: between 20% and 30%
  • Most used flip-flop cell after synthesis: sky130_fd_sc_hd__dfxtp_1
  • Fraction of post-synthesis cell area in the top cell type by area: 47.1%
  • Count of flip-flops with a built-in enable after synthesis: 0
  • Simple-gate share of the synthesized area: 9.93%
  • Number of instances in the synthesized netlist: 34
  • Main logic family: buffers and inverters
  • Register area share after synthesis: between 40% and 50%
  • Fraction of synthesis flops using an asynchronous set or reset pin: 0%
  • Area share of and-or/or-and cells after synthesis: 0%
  • Number of distinct library cell variants in the gate-level netlist after synthesis: 7
  • Area of the mapped netlist: 340 um2
  • Yosys cell count: 34
  • Dominant cells by area after synthesis: sky130_fd_sc_hd__dfxtp_1, sky130_fd_sc_hd__mux2i_1, sky130_fd_sc_hd__buf_4, sky130_fd_sc_hd__nor2_1, sky130_fd_sc_hd__buf_6
  • Number of register bits inferred by synthesis: 8

Clock network
  • Post-CTS setup-driven buffer insertion count: 0
  • Hold buffers post-CTS: 0
  • Clk slew on worst S/H paths: about 50 ps
  • Clock tree root buffer cell: sky130_fd_sc_hd__clkbuf_4
  • Clock H-tree levels: 1
  • Buffers from clock root to sink, at most: 2
  • Count of clock tree sinks: 8
  • TritonCTS clock tree: built
  • Clock network latency to the later pin of the worst-skew pair: around 250 ps
  • Number of buffers created by CTS: 3

Die
  • Floorplan Core Area: 0.00342 mm2
  • Initial core utilization: between 9 and 10%
  • Die footprint: ~0.0064 mm2
  • Total number of placement rows: 21
  • Width of the die: about 80 um
  • Die height: ~80 um
  • Num ports: 19

Final layout
  • Proportion of layout cells with a drive suffix above 1: between 20% and 30%
  • Final-layout fill cell count: ~390
  • Leading registers by flop count: genblk1.inst.Q: 8 flops
  • Final core utilization: around 16%
  • Area delta synth->final: 65.1%
  • Most flop-heavy register: genblk1.inst.Q
  • Max reg flops: 8

Routing
  • Detailed Route Iter0 Violations: 8
  • Drc violations: 0
  • Number of diodes added for antenna fixing: 0
  • Drt total wl: 788 um
  • Vias: roughly 250
  • Post-detailed-route via-to-cell ratio: 2.69
  • Routed wire per std cell: 8.47 um
  • Drt first pass iters: 2
  • Remaining antenna violation count after routing: 0

Power and ir drop
  • Total leakage power: ~0.24 nW
  • Power density normalized to cell area: 1230 mW/mm2
  • IR drop worst, VDD: ~610 uV

Run
  • Total tool warning count: 25
  • Maxcap violations: 0

Hold path
  • Type of the worst min-delay path: primary input to flop
[metrics by stage]
stage / setup TNS [ps] / std cells / instance area [um2] / hold slack, ps / total power [mW]
2_1_floorplan: 0 / 34 / 340 / 314 / 0.408
3_3_place_gp: -1470 / 90 / 529 / 485 / 0.473
3_5_place_dp: -1500 / 90 / 529 / 487 / 0.473
4_1_cts: 0 / 93 / 556 / 476 / 0.707
5_1_grt: 0 / 93 / 562 / 390 / 0.740
6_report: 0 / 93 / 562 / 380 / 0.693
[cell families after synthesis]
group                  Yosys count
and+or+nand+nor                  9
buffers and inverters           10
DFF                              8
muxes                            7
[area by class of cell]
class | count | area (um2) | share of cell area [%]
Clock buffer | 3 | 22.5 | 4.01
Multi-Input combinational cell | 16 | 104 | 18.5
Sequential cell | 8 | 169 | 30.1
Tap cell | 46 | 57.6 | 10.2
Timing Repair Buffer | 20 | 209 | 37.2
[how the worst min path moves through the flow]
stage / from / end / slack, ps / depth (start not counted)
global route: pl / genblk1[7].inst.Q / 390 / 4
finish: pl / genblk1[7].inst.Q / 380 / 4
CTS: D[7] / genblk1[7].inst.Q / 480 / 3
[cells in the final DEF, fill, tap and decap left out]
cell type                         netlist  final
sky130_fd_sc_hd__buf_12                 0      1
sky130_fd_sc_hd__buf_4                  8      1
sky130_fd_sc_hd__clkbuf_4               0      3
sky130_fd_sc_hd__clkdlybuf4s15_1        0      7
sky130_fd_sc_hd__clkdlybuf4s50_1        0      9
sky130_fd_sc_hd__dfxtp_1                8      1
sky130_fd_sc_hd__dfxtp_2                0      7
sky130_fd_sc_hd__dlygate4sd2_1          0      1
sky130_fd_sc_hd__dlymetal6s2s_1         0      1
sky130_fd_sc_hd__mux2i_1                7      7
sky130_fd_sc_hd__nand2_1                1      1
sky130_fd_sc_hd__nor2_1                 8      8
[layer usage]
metal	wire length, um	part of all wire [%]	global-route usage, %
met1	397	50	3.49
met2	214	27	2.73
met3	176	22	3.41
met4	0	0	0.176
met5	0	0	0
[report_power, final]
part | switching (mW) | internal [mW] | leakage [nW] | total, mW
Combinational | 0.0306 | 0.0798 | 0.160 | 0.110
Clock | 0.0973 | 0.136 | 0.0138 | 0.234
Sequential | 0.00819 | 0.340 | 0.0685 | 0.349
Total | 0.136 | 0.557 | 0.243 | 0.693
[what timing repair did]
item,in CTS,in global routing
pin swaps,0,0
endpoints found under the setup margin,8,7
resized,19,4
Power figures rest on the tool's default switching activity, not on a simulated workload.
